==> design.v <==
 module RAT(
  input clock, reset, squash, valid_inst_in, 
  input [5-1:0]                srcA_ARF_num_in,
  input [5-1:0]                srcB_ARF_num_in,
  input [5-1:0]                dest_ARF_num_in,
  input [6-1:0]                dest_PRF_num_in,
  input [32-1:0][6-1:0] RRAT_in,
  output wor   [6-1:0]         srcA_PRF_num_out,
  output wor   [6-1:0]         srcB_PRF_num_out,
  output logic                          RAT_req_out
  );
  logic [32-1:0] srcA_entry_rd_en;
  logic [32-1:0] srcB_entry_rd_en;
  logic [32-1:0] entry_wr_en;
  logic [32-1:0][6-1:0] entry_PRF_num_in;
  assign srcA_entry_rd_en =   1 << srcA_ARF_num_in  ;
  assign srcB_entry_rd_en =   1 << srcB_ARF_num_in  ;
  assign entry_wr_en      = (reset) ? 0 :
                            (squash) ? 32'hFFFFFFFF :
                            (!valid_inst_in || dest_ARF_num_in == 5'h1F) ? 0 : 1 << dest_ARF_num_in;
  assign entry_PRF_num_in = squash ? RRAT_in : {32{dest_PRF_num_in}};
  assign RAT_req_out      = valid_inst_in && (dest_ARF_num_in != 5'h1F);
  RAT_entry RAT32 [31:0] (
    .clock(clock),
    .reset(reset),
    .wr_en(entry_wr_en),
    .srcA_rd_en(srcA_entry_rd_en),
    .srcB_rd_en(srcB_entry_rd_en),
    .PRF_num_in(entry_PRF_num_in),
    .srcA_PRF_num_out(srcA_PRF_num_out),
    .srcB_PRF_num_out(srcB_PRF_num_out)
  );
endmodule
module RAT_entry (
  input clock, reset, wr_en, srcA_rd_en, srcB_rd_en,
  input [6-1:0]  PRF_num_in,
  output logic [6-1:0] srcA_PRF_num_out,
  output logic [6-1:0] srcB_PRF_num_out
);
  logic [6-1:0] PRF_num;
  assign srcA_PRF_num_out = srcA_rd_en ? PRF_num : 0;
  assign srcB_PRF_num_out = srcB_rd_en ? PRF_num : 0;
  always_ff @(posedge clock) begin
    if (reset)
      PRF_num <= #1 0;
    else
      if (wr_en)
        PRF_num <= #1 PRF_num_in;
  end
endmodule
==> run.sh <==
#!/bin/bash
# OpenROAD 26Q1-2900-gdf79404cd8, Yosys 0.63+post, stock flow scripts
make -C /OpenROAD-flow-scripts/flow DESIGN_CONFIG=/design/flow/config.mk WORK_HOME=/design/flow/orfs finish
==> config.mk <==
export PLATFORM = sky130hd
export DESIGN_NAME = RAT_entry
export DESIGN_NICKNAME = RAT_entry
export VERILOG_FILES = /design/flow/design.v
export SDC_FILE = /design/flow/constraint.sdc
export NUM_CORES = 4
export LEC_CHECK = 1
export CORE_AREA = 10 10 70 70
export DIE_AREA = 0 0 80 80
==> constraint.sdc <==
current_design RAT_entry

set clk_period 1.0
set clk_io_pct 0.2

create_clock -name clk0 -period $clk_period [get_ports {clock}]

set non_clock_inputs [all_inputs -no_clocks]
set_input_delay [expr $clk_period * $clk_io_pct] -clock clk0 $non_clock_inputs
set_output_delay [expr $clk_period * $clk_io_pct] -clock clk0 [all_outputs]
==> run summary <==
Status - finished, violations left
Failing checks - setup timing
Initial antenna violation count - 0
Num CTS Buffers - 3
Die Span X - 80 um
Adder-Cell Fraction of Synth Area - 0%
Met3 Use GR - 1.023%
I/O pin count - 23
Worst Max-Slew Pin Slew - 218.3 ps
Final setup fails - 4
Die area - 6400 sq um
Port Buf Inserts - 22
Worst hold margin - 392.1 ps
FILL cells - 375
Final GP Congestion - 0.7015
Flip-flop and latch area - 127.6 sq um
Yosys xor share - 0%
GR Util met2 - 4.976%
Initial Util - 8.462%
Avg WL per Cell - 8.855 um
Total wire length - 1036 um
Arrival @ worst endpoint - 880 ps
Synth logic family - simple AND/OR/NAND/NOR gates
Synth Instances - 31
H-tree levels - 1
Total Routing Usage GR - 3.063%
Core area - 3416 sq um
Cell variety after synth - 5
Biggest regs - PRF_num: 6 flops
Clk latency of the worst-skew pair - 230 ps
Global route total overflow - 0
ANT cells - 0
Internal Power - 0.0005254 W
PwrDens - 904.0 nW/um^2
Fmax achieved - 924.8 MHz
Peak supply drop - 0.0002186 V
Log Warnings - 27
Most numerous logic cells after layout - buf_6 (11), buf_4 (11), and2_4 (9)
Max reg flops - 6
DIE HEIGHT - 80 um
Synth Seq Share - 41.56%
CP max FO - 2
Crit share post-route - 108.1%
Post-Synth Simple-Gate Area - 33.77%
Slew HR - 85.40%
Fin crit period - 1081 ps
Gr busiest metal - met2
Critical path class - reg2out
Gate power share - 27.4%
CP startpoint kind - flop
Max clock buf depth - 2
Top reg by flops - PRF_num
Dpl cell area - 615.6 sq um
Min-Delay Path Class - in2reg
Number of global-route vias before repair - 390
Clk network pwr share - 31.8%
Grt met1 use - 3.610%
# rows - 21
Design Power - 0.0006549 W
Avg Cell Area, Syn - 9.323 sq um
Area growth from synthesis to layout - 150.6%
Critical Path Sink Type - output port
First drt pass iteration count - 2
Via-to-Cell Ratio - 2.974
Max-capacitance violation count - 0
Fin worst setup slack - -81.34 ps
CTS tree - built
Yosys stat area - 289.0 sq um
Worst-path clk slew - 40 ps
RSZ-0062 raised after global routing - yes
Num Clock Sinks - 6
Comb area - 180.2 sq um
Critical Path RT - 800 ps
Hold Violations, Final - 0
Net Switching - 0.0001295 W
Finished Core Util - 21.21%
CTS root buffer - clkbuf_4
Lkg Pwr - 0.3673 nW
Yosys warns - 1
First-pass GRT wire length - 1690 um
Switch share - 19.77%
Vias post-DR - 348
Syn Std Cell Area - 289.0 sq um
Drc violations - 0
Largest net degree at the start of global routing - 7
Aoi share - 0%
Max Clock Skew - 0 ps
DRT iter0 DRCs - 13
DP HPWL - 825.5 um
Mux frac, synth - 20.78%
Slew Limit Fails - 0
Finished Cell Area - 724.4 sq um
Flops after synth - 6
Pre-CTS setup slack - -548.6 ps
Post-DRT Antenna Nets - 0
Share of cells above drive strength 1 - 64.79%
Hold-fix buffer count after cts - 0
Reg power frac - 40.9%
Cells in synth_stat.txt - 31
[synth_stat cells]
| cell | n | area (sq um) |
|---|---|---|
| buf_6 | 1 | 11.26 |
| mux2i_1 | 6 | 60.06 |
| dfxtp_1 | 6 | 120.1 |
| and2_1 | 12 | 75.07 |
| nor2_1 | 6 | 22.52 |
[power by group through the flow]
stage,sequential (W),combinational (W),clock (W)
4_1_cts,0.000266,0.000166,0.000218
5_1_grt,0.000269,0.000197,0.000228
6_report,0.000268,0.000179,0.000208
[path summary, 6_finish.rpt]
check	endpoint	slack [ps]	cells after the start	startpoint
setup reg to reg	PRF_num[5]	30	5	PRF_num[5]
hold / removal	PRF_num[2]	390	4	wr_en
setup / recovery	srcB_PRF_num_out[4]	-80	3	PRF_num[4]
hold reg to reg	PRF_num[3]	590	3	PRF_num[3]
[routing by layer]
layer / part of all wire (%) / up-vias
met3: 9.7 / 2
li1: - / 181
met1: 42 / 148
met5: 0 / -
met2: 45 / 17
met4: 2.6 / 0
[timing repair]
action | in CTS | in global routing
setup endpoints to repair | 12 | 13
gates resized | 54 | 11
endpoints found under the hold margin | 0 | 0
setup buffers | 8 | 0
pin swaps | 0 | 2
[worst max-delay path, stage by stage, from the launching register on]
cell,delay [ps]
dfxtp_2,320
buf_6,110
and2_4,130
buf_6,100
[cell families after synthesis]
group | after synthesis
buffers and inverters | 1
flip-flops | 6
multiplexers | 6
AND/OR/NAND/NOR | 18
[area by class of cell]
class | instances | share of cell area [%]
multi-input cells | 24 | 24.87
repair buffers | 38 | 46.46
clock buffers | 3 | 3.109
well taps | 46 | 7.945
flip-flops and latches | 6 | 17.62
[stage by stage]
stage,setup TNS (ps),cells
after floorplan,0,31
after global placement,-7286,106
after detailed placement,-7521,106
after CTS,-346.4,117
after global routing,-531.7,117
final,-308.4,117
Power figures rest on the tool's default switching activity, not on a simulated workload.
