[flow/config.mk]
export PLATFORM = sky130hd
export DESIGN_NAME = ROB_entry
export DESIGN_NICKNAME = ROB_entry
export VERILOG_FILES = /design/flow/design.v
export SDC_FILE = /design/flow/constraint.sdc
export NUM_CORES = 4
export LEC_CHECK = 1
export CORE_UTILIZATION = 30
[flow/constraint.sdc]
current_design ROB_entry

set clk_period 15.5
set clk_io_pct 0.2

create_clock -name clk0 -period $clk_period [get_ports {clock}]

set non_clock_inputs [all_inputs -no_clocks]
set_input_delay [expr $clk_period * $clk_io_pct] -clock clk0 $non_clock_inputs
set_output_delay [expr $clk_period * $clk_io_pct] -clock clk0 [all_outputs]
[flow/design.v]
`timescale 1ns/100ps
module ROB (
  input clock, reset,
  input                  id_rs_valid_inst_in,
  input [5-1:0] id_rs_ARF_num_in,
  input [6-1:0] id_rs_PRF_num_in,
  input                  id_rs_is_branch_inst_in, 
  input                  id_rs_is_store_inst_in, 
  input [63:0]           id_rs_PC_plus_4_in,
  input                  id_rs_illegal_in,
  input                  id_rs_halt_in,             
  input [63:0]           ex_NPC_in,
  input                  ex_branch_mispredict_in,
  input                  ex_branch_inst_in,
  input                  ex_store_inst_in,
  input [5-1:0] ex_ROB_num_in,  
  input [6-1:0] CDB_tag_in,
  output wor   [5-1:0] ROB_ARF_num_out,
  output wor   [6-1:0] ROB_PRF_num_out,
  output wor   [63:0]           ROB_PC_plus_4_out,
  output wor   [63:0]           ROB_NPC_out,
  output wor                    ROB_branch_mispredict_out,
  output wor                    ROB_is_store_inst_out,
  output wor                    ROB_is_branch_inst_out,
  output wor                    ROB_commit_out,
  output wor                    ROB_illegal_out,
  output wor                    ROB_halt_out,
  output logic                  ROB_dispatch_disable,
  output logic [5-1:0] ROB_head,
  output logic [5-1:0] ROB_tail
);
  logic [32-1:0]  entry_wr_en, entry_rd_en, branch_resolved_en, store_resolved_en;
  logic                  wr_en;
  wor                    valid;
  assign ROB_dispatch_disable = (ROB_head == ROB_tail) & valid & ~ROB_commit_out;
  assign wr_en                = id_rs_valid_inst_in & ~ROB_dispatch_disable;
  assign entry_wr_en          = wr_en ?             1 << ROB_tail : 0;
  assign entry_rd_en          =                     1 << ROB_head;
  assign branch_resolved_en   = ex_branch_inst_in ? 1 << ex_ROB_num_in : 0;
  assign store_resolved_en    = ex_store_inst_in  ? 1 << ex_ROB_num_in : 0;
  ROB_entry ROB32 [32-1:0] (
    .clock(clock),
    .reset(reset),
    .squash(ROB_branch_mispredict_out),
    .wr_en(entry_wr_en),
    .rd_en(entry_rd_en),
    .id_rs_ARF_num_in({32{id_rs_ARF_num_in}}),
    .id_rs_PRF_num_in({32{id_rs_PRF_num_in}}),
    .id_rs_is_branch_inst_in({32{id_rs_is_branch_inst_in}}),
    .id_rs_is_store_inst_in({32{id_rs_is_store_inst_in}}),
    .id_rs_PC_plus_4_in({32{id_rs_PC_plus_4_in}}),
    .id_rs_illegal_in({32{id_rs_illegal_in}}),
    .id_rs_halt_in({32{id_rs_halt_in}}),
    .ex_NPC_in({32{ex_NPC_in}}),
    .ex_branch_mispredict_in({32{ex_branch_mispredict_in}}),
    .branch_resolved(branch_resolved_en),
    .store_resolved(store_resolved_en),
    .CDB_tag_in({32{CDB_tag_in}}),
    .ARF_num_out(ROB_ARF_num_out),
    .PRF_num_out(ROB_PRF_num_out),
    .is_store_inst_out(ROB_is_store_inst_out),
    .is_branch_inst_out(ROB_is_branch_inst_out),
    .PC_plus4_out(ROB_PC_plus_4_out),
    .NPC_out(ROB_NPC_out),
    .branch_mispredict_out(ROB_branch_mispredict_out),
    .done_out(ROB_commit_out),
    .valid_out(valid),
    .illegal_out(ROB_illegal_out),
    .halt_out(ROB_halt_out)
  );
  always_ff @(posedge clock) begin  
    if (reset)
      ROB_head <= #1 0;
    else begin
      if (ROB_branch_mispredict_out)
        ROB_head <= #1 0;
      else if (ROB_commit_out)
        ROB_head <= #1 ROB_head + 1'b1;
    end
  end
  always_ff @(posedge clock) begin  
    if (reset)
      ROB_tail <= #1 0;
    else begin 
      if (ROB_branch_mispredict_out)
        ROB_tail <= #1 0;
      else if (wr_en)
        ROB_tail <= #1 ROB_tail + 1'b1;
    end
  end
endmodule  
module ROB_entry (
  input clock, reset, squash, wr_en, rd_en,
  input [5-1:0] id_rs_ARF_num_in,
  input [6-1:0] id_rs_PRF_num_in,
  input                  id_rs_is_branch_inst_in, 
  input                  id_rs_is_store_inst_in,  
  input [63:0]           id_rs_PC_plus_4_in,  
  input                  id_rs_illegal_in,
  input                  id_rs_halt_in,          
  input [63:0]           ex_NPC_in,
  input                  ex_branch_mispredict_in,
  input                  branch_resolved,
  input                  store_resolved,
  input [6-1:0] CDB_tag_in,
  output logic [5-1:0] ARF_num_out,
  output logic [6-1:0] PRF_num_out,
  output logic                  is_branch_inst_out,
  output logic                  is_store_inst_out,
  output logic [63:0]           PC_plus4_out,
  output logic [63:0]           NPC_out,
  output logic                  branch_mispredict_out,
  output logic                  done_out,
  output logic                  valid_out,
  output logic                  illegal_out,
  output logic                  halt_out
);
  logic [5-1:0] ARF_num;
  logic [6-1:0] PRF_num;
  logic                  is_branch_inst;
  logic                  is_store_inst;
  logic [63:0]           PC_plus_4;
  logic [63:0]           NPC;
  logic                  branch_mispredict;
  logic                  done;
  logic                  valid;
  logic                  illegal;
  logic                  halt;
  logic  match;
  logic  valid_next;
  assign match = ((PRF_num == CDB_tag_in && !is_branch_inst && !is_store_inst) || 
                  (branch_resolved && is_branch_inst) || 
                  (store_resolved && is_store_inst)); 
  assign valid_next            = (valid && done) ? 0 : valid;
  assign ARF_num_out           = rd_en ? ARF_num : 0;         
  assign PRF_num_out           = rd_en ? PRF_num : 0;
  assign is_branch_inst_out    = rd_en ? is_branch_inst : 0;
  assign is_store_inst_out     = rd_en ? is_store_inst : 0;
  assign PC_plus4_out          = rd_en ? PC_plus_4 : 0;
  assign NPC_out               = rd_en ? NPC : 0;
  assign branch_mispredict_out = rd_en ? branch_mispredict : 0;
  assign done_out              = rd_en ? (done & valid) : 0;
  assign valid_out             = rd_en ? valid : 0;
  assign illegal_out           = rd_en ? illegal : 0;
  assign halt_out              = rd_en ? halt : 0;
  always_ff @(posedge clock) begin
    if (reset) begin
      ARF_num           <= #1 0;
      PRF_num           <= #1 0;
      is_branch_inst    <= #1 0;
      is_store_inst     <= #1 0;
      PC_plus_4         <= #1 0;
      NPC               <= #1 0;
      branch_mispredict <= #1 0;
      done              <= #1 0;
      illegal           <= #1 0;
      halt              <= #1 0;
    end
    else begin
      if (squash) begin
        ARF_num           <= #1 0;
        PRF_num           <= #1 0;
        is_branch_inst    <= #1 0;
        is_store_inst     <= #1 0;
        PC_plus_4         <= #1 0;
        NPC               <= #1 0;
        branch_mispredict <= #1 0;
        done              <= #1 0;
        illegal           <= #1 0;
        halt              <= #1 0;
      end
      else if (wr_en) begin
        ARF_num           <= #1 id_rs_ARF_num_in;
        PRF_num           <= #1 id_rs_PRF_num_in;
        is_branch_inst    <= #1 id_rs_is_branch_inst_in;
        is_store_inst     <= #1 id_rs_is_store_inst_in;
        PC_plus_4         <= #1 id_rs_PC_plus_4_in;
        NPC               <= #1 0;
        branch_mispredict <= #1 0;
        done              <= #1 0;
        illegal           <= #1 id_rs_illegal_in;
        halt              <= #1 id_rs_halt_in;
      end
      else if (match) begin
        if (ex_branch_mispredict_in) begin
          NPC               <= #1 ex_NPC_in;
          branch_mispredict <= #1 ex_branch_mispredict_in;
        end
        done              <= #1 1;
      end
    end
  end
  always_ff @(posedge clock) begin
    if (reset)
      valid <= #1 0;
    else 
      if (squash)
        valid <= #1 0;
      else if (wr_en)
        valid <= #1 1;
      else if (rd_en)
        valid <= #1 valid_next;
  end
endmodule
[flow/run.sh]
#!/bin/bash
# OpenROAD 26Q1-2900-gdf79404cd8, Yosys 0.63+post, stock flow scripts
make -C /OpenROAD-flow-scripts/flow DESIGN_CONFIG=/design/flow/config.mk WORK_HOME=/design/flow/orfs finish
==> impl_results.html <==
<h2>Implementation results</h2>
<table>
<tr><th>Metric</th><th>Value</th></tr>
<tr><th colspan="2">Outcome</th></tr>
<tr><td>Run status</td><td>finished, final reports clean</td></tr>
<tr><th colspan="2">Placed design</th></tr>
<tr><td>Routability congestion estimate from global placement</td><td>0.821</td></tr>
<tr><td>Post-placement worst setup slack</td><td>7.40 ns</td></tr>
<tr><td>Port bufs</td><td>302</td></tr>
<tr><td>DP HPWL</td><td>15.6 mm</td></tr>
<tr><th colspan="2">Layout</th></tr>
<tr><td>Combined area of the multi-input logic cells</td><td>4570 um^2</td></tr>
<tr><td>Fraction of final layout cells with drive strength greater than 1</td><td>4.32%</td></tr>
<tr><td>Fillers</td><td>2522</td></tr>
<tr><td>FF+latch area</td><td>2920 um^2</td></tr>
<tr><td>Area growth from synthesis to final layout</td><td>47.1%</td></tr>
<tr><th colspan="2">Clocking</th></tr>
<tr><td>Sinks on Clock Net</td><td>146</td></tr>
<tr><td>Clock transition time at the flip-flop clock pins of the worst setup and hold paths</td><td>0.06 ns</td></tr>
<tr><td>H-tree level count</td><td>4</td></tr>
<tr><td>Worst-case clock buffer depth</td><td>2</td></tr>
<tr><td>Clock tree from TritonCTS</td><td>done</td></tr>
<tr><td>Post-cts repair resize count</td><td>0</td></tr>
<tr><td>Worst-skew pair later-pin latency</td><td>0.42 ns</td></tr>
<tr><td>CTS Buf Count</td><td>17</td></tr>
<tr><td># Post-CTS Setup Buffers</td><td>0</td></tr>
<tr><td>Clock Tree Root</td><td>clkbuf_16</td></tr>
<tr><td>Count of hold-fix buffers inserted at cts</td><td>0</td></tr>
<tr><th colspan="2">Routing</th></tr>
<tr><td>Remaining number of nets flagged by the antenna check after routing</td><td>0</td></tr>
<tr><td>Initial DRC count</td><td>442</td></tr>
<tr><td>Final wirelength</td><td>24.9 mm</td></tr>
<tr><td>DRC Markers</td><td>0</td></tr>
<tr><td>Wire length per cell</td><td>16.2 um</td></tr>
<tr><td>Total antenna diodes in the routed design</td><td>0</td></tr>
<tr><td>Average via count per standard cell</td><td>5.00</td></tr>
<tr><td>Count of vias placed by the detailed router</td><td>7684</td></tr>
<tr><td>Iteration count of the initial detailed-routing pass</td><td>5</td></tr>
<tr><th colspan="2">Logic synthesis</th></tr>
<tr><td>Dominant cell type by area after synthesis</td><td>dfxtp_1</td></tr>
<tr><td>Cell count after synthesis</td><td>968</td></tr>
<tr><td>Post-synthesis cell area</td><td>7910 um^2</td></tr>
<tr><td>Top area contributor share</td><td>37.0%</td></tr>
<tr><td>Ys cells</td><td>968</td></tr>
<tr><td>Biggest combinational cell group after synthesis</td><td>simple AND/OR/NAND/NOR gates</td></tr>
<tr><td>Syn Area/Cell</td><td>8.17 um^2</td></tr>
<tr><td>Post-synth EDFFs</td><td>0</td></tr>
<tr><td>Mux share</td><td>10.0%</td></tr>
<tr><td>Top cells by area</td><td>dfxtp_1 (37%), and2_1 (11%), mux2i_1 (10%), nor3b_1 (6.1%), o211ai_1 (6.1%)</td></tr>
<tr><td>Dominant Register Cell</td><td>dfxtp_1</td></tr>
<tr><td>Post-synth seq share</td><td>37.0%</td></tr>
<tr><td>Chip area line of the yosys report</td><td>7910 um^2</td></tr>
<tr><td>Ao+oa area frac</td><td>11.6%</td></tr>
<tr><td>Adder and majority gate portion of the synthesized area</td><td>0%</td></tr>
<tr><td>Number of distinct standard cells referenced by the synthesized netlist</td><td>25</td></tr>
<tr><td>Count of synthesis-stage warnings from yosys</td><td>1</td></tr>
<tr><td>Ys flops</td><td>146</td></tr>
<tr><td>XOR/XNOR Area Share</td><td>0.665%</td></tr>
<tr><td>Simple share</td><td>35.3%</td></tr>
<tr><td>Proportion of synthesized flip-flops having asynchronous set or reset</td><td>0%</td></tr>
<tr><th colspan="2">Critical path</th></tr>
<tr><td>Bufs and invs on worst path</td><td>3</td></tr>
<tr><td>Startpoint kind of the worst setup timing path</td><td>primary input</td></tr>
<tr><td>Worst Setup Path Type</td><td>primary input to primary output</td></tr>
<tr><td>Crit path capture type</td><td>primary output</td></tr>
<tr><td>Worst-path cell chain</td><td>buf_4 -&gt; buf_4 -&gt; and2_1 -&gt; clkdlybuf4s50_1</td></tr>
<tr><td>Kind of cell adding the most delay to the critical path</td><td>buffers and inverters</td></tr>
<tr><td>Crit path required time</td><td>12.40 ns</td></tr>
<tr><td>Slowest CP cell</td><td>buf_4</td></tr>
<tr><td>Maximum fanout along the worst path</td><td>85</td></tr>
<tr><td>Arrival time of data at the critical path endpoint</td><td>4.93 ns</td></tr>
<tr><td>Most repeated library cell on the critical path</td><td>buf_4</td></tr>
<tr><td>Delay of the slowest critical-path stage</td><td>0.62 ns</td></tr>
<tr><th colspan="2">Floorplan</th></tr>
<tr><td>Floorplan-stage core utilization</td><td>30.4%</td></tr>
<tr><td>Cell Rows</td><td>59</td></tr>
<tr><td>Chip Width</td><td>164 um</td></tr>
<tr><td>Overall chip area</td><td>27000 um^2</td></tr>
<tr><td>Core box area</td><td>26000 um^2</td></tr>
<tr><td>Number of top-level pins</td><td>303</td></tr>
<tr><td>Die boundary height</td><td>164 um</td></tr>
<tr><th colspan="2">Final timing</th></tr>
<tr><td>Max-slew violation total from the final report</td><td>0</td></tr>
<tr><td>Finish-stage setup viols</td><td>0</td></tr>
<tr><td>Highest attainable clock frequency</td><td>124 MHz</td></tr>
<tr><td>Pin slew with the least headroom to its limit</td><td>0.777 ns</td></tr>
<tr><td>Fin crit share</td><td>51.8%</td></tr>
<tr><td>Post-route worst setup slack</td><td>7.47 ns</td></tr>
<tr><td>Fin crit period</td><td>8.03 ns</td></tr>
<tr><td>Number of endpoints with negative hold slack in the final report</td><td>0</td></tr>
<tr><td>Clk_skew</td><td>0.0106 ns</td></tr>
<tr><td>Setup Total Neg Slack</td><td>0 ns</td></tr>
<tr><td>RSZ-0062 raised after global routing</td><td>false</td></tr>
<tr><td>Worst slew margin</td><td>48.2%</td></tr>
<tr><th colspan="2">Job</th></tr>
<tr><td>Number of max-cap violations</td><td>0</td></tr>
<tr><td>Warning total across the stage logs</td><td>27</td></tr>
<tr><th colspan="2">Global routing</th></tr>
<tr><td>Antenna violations before repair</td><td>2</td></tr>
<tr><td>Sum of overflow across all layers after global routing</td><td>0</td></tr>
<tr><td>Global router's overall resource usage</td><td>18.5%</td></tr>
<tr><td>Global-route wire length before repair</td><td>39.1 mm</td></tr>
<tr><td>Pin count of the biggest net entering global routing</td><td>111</td></tr>
<tr><td>Vias in the first global route</td><td>7102</td></tr>
<tr><th colspan="2">Power</th></tr>
<tr><td>Switching Fraction</td><td>26.9%</td></tr>
<tr><td>Comb power frac</td><td>12.3%</td></tr>
<tr><td>Fraction of power consumed by the clock network</td><td>46.7%</td></tr>
<tr><td>Reported leakage power</td><td>4.38 nW</td></tr>
<tr><td>Sequential power share</td><td>41.0%</td></tr>
<tr><td>Power per standard cell area</td><td>81.0 nW/um^2</td></tr>
<tr><td>Internal power consumption</td><td>688 uW</td></tr>
<tr><td>VDD IR-drop max</td><td>0.0000636 V</td></tr>
<tr><td>Power spent charging and discharging nets</td><td>254 uW</td></tr>
<tr><th colspan="2">Worst hold path</th></tr>
<tr><td>Path category of the worst min-delay check</td><td>flop to flop</td></tr>
</table>
metal layers:
| metal | track usage [%] | wire length [um] | share of wire [%] | vias to the layer above |
|---|---|---|---|---|
| met3 | 6.31 | 2580 | 10 | 11 |
| met5 | 0 | 13 | 0.052 | - |
| li1 | - | - | - | 3898 |
| met2 | 26.4 | 10800 | 43 | 279 |
| met1 | 28.0 | 11300 | 45 | 3494 |
| met4 | 1.85 | 231 | 0.93 | 2 |
flip-flops by register name, indices dropped and copies added (netlist names):
register,flops
ARF_num,5
is_store_inst,1
branch_mispredict,1
is_branch_inst,1
illegal,1
halt,1
done,1
PRF_num,6
NPC,64
valid,1
PC_plus_4,64
synth_stat cells, types with 6 or more instances:
| cell type | instances |
|---|---|
| dfxtp_1 | 146 |
| and2_1 | 145 |
| clkbuf_1 | 86 |
| nor2_1 | 82 |
| mux2i_1 | 79 |
| nand2_1 | 67 |
| nand3_1 | 65 |
| a31oi_1 | 64 |
| nor3b_1 | 64 |
| o211ai_1 | 64 |
| or4_1 | 64 |
| buf_1 | 16 |
| buf_2 | 7 |
| xnor2_1 | 6 |
final cells by class:
class                      instances  share of cell area (%)
multi-input combinational        710                    39.3
timing repair buffer             313                    26.7
inverter                           2                  0.0646
clock inverter                    15                    1.56
tap                              335                    3.60
clock buffer                      17                    3.66
sequential                       146                    25.1
cell usage in the layout, fill, tap and decap left out, drive strengths merged:
master	instances
or4	64
nand2	67
o211ai	64
nor2	83
or2	1
a22o	1
or3	1
nor2b	1
clkbuf	17
inv	12
nand3	65
nor3b	64
o21ba	1
nand4	1
clkdlybuf4s50	299
mux2i	79
buf	14
a31oi	64
and2	145
clkinvlp	1
a21oi	2
dfxtp	146
o21ai	1
clkinv	2
xnor2	6
bufinv	2
per-stage QoR:
stage	hold WS [ns]	total power [mW]	area (um^2)	utilization, %	cells
2_1_floorplan	0.417	0.448	7910	-	968
3_3_place_gp	0.439	0.511	11000	42.4	1506
3_5_place_dp	0.443	0.512	11000	42.4	1506
4_1_cts	0.454	0.956	11600	44.8	1538
5_1_grt	0.464	0.982	11600	44.8	1538
6_report	0.450	0.942	11600	44.8	1538
worst register-to-register path: stages (launching register included):
cell and delay (ns):
dfxtp_1 0.33, xnor2_1 0.28, nand3_4 0.52, buf_4 0.63, or4_1 0.59, nand3_1 0.09
power groups by stage:
stage	registers [mW]	logic (mW)	clock network, mW
CTS	0.387	0.117	0.453
global route	0.387	0.127	0.468
finish	0.387	0.116	0.440
logic make-up after synthesis:
kind of cell	count (synthesis)
compound gates	133
xor+xnor	6
buf+inv	112
flops	146
mux	79
simple gates	492
final timing paths:
check                  start              end  slack (ns)  depth (start not counted)
hold reg to reg         done             done        0.45                          2
setup reg to reg  PRF_num[0]          NPC[58]       12.99                          5
hold / removal          done             done        0.45                          2
setup / recovery       rd_en  PC_plus4_out[3]        7.47                          4
No activity file was given, so power comes from the tool's default toggle rates.
