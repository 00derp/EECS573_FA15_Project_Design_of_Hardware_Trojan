**flow/run.sh**
```bash
#!/bin/bash
# OpenROAD 26Q1-2900-gdf79404cd8, Yosys 0.63+post, stock flow scripts
make -C /OpenROAD-flow-scripts/flow DESIGN_CONFIG=/design/flow/config.mk WORK_HOME=/design/flow/orfs finish
```
**flow/config.mk**
```make
export PLATFORM = sky130hd
export DESIGN_NAME = Trojan
export DESIGN_NICKNAME = Trojan
export VERILOG_FILES = /design/flow/design.v
export SDC_FILE = /design/flow/constraint.sdc
export NUM_CORES = 4
export LEC_CHECK = 1
export CORE_AREA = 10 10 81 81
export DIE_AREA = 0 0 91 91
```
**flow/constraint.sdc**
```tcl
current_design Trojan

set clk_period 1.9
set clk_io_pct 0.2

create_clock -name clk0 -period $clk_period [get_ports {clock}]

set non_clock_inputs [all_inputs -no_clocks]
set_input_delay [expr $clk_period * $clk_io_pct] -clock clk0 $non_clock_inputs
set_output_delay [expr $clk_period * $clk_io_pct] -clock clk0 [all_outputs]
```
**flow/design.v**
```verilog
`timescale 1ns/100ps
module Trojan (
	input clock, reset,
  input [5:0] instr,
  input [4:0] dest_reg,
  input valid_inst,
  input if_id_enable,
  output logic trigger
);
  logic [10:0] SHS, next_SHS;
  logic [2:0] counter;
  logic [1:0] state, next_state;
  assign next_SHS = SHS ^ {instr,dest_reg};
  assign trigger  = state[1];
  always_ff @(posedge clock) begin
    if (reset)
      state <= #1 2'b00;
    else 
      state <= #1 next_state;
  end
  always_ff @(posedge clock) begin
    if (reset)
      SHS <= #1 11'b0;
    else begin
      if (instr == 6'h29 && valid_inst)
        SHS <= #1 11'b0;
      else if (state == 2'b01 && valid_inst && if_id_enable)
        SHS <= #1 next_SHS;
    end
  end
  always_ff @(posedge clock) begin
    if (reset)
      counter <= #1 3'b0;
    else begin
      if (counter == 3'b111 || (instr == 6'h29 && valid_inst))
        counter <= #1 3'b0;
      else if (state == 2'b01 && valid_inst && if_id_enable)
        counter <= #1 counter + 1;
    end
  end
  always_comb begin
    next_state = 2'b00;
    if (state == 2'b00) begin
      next_state = (instr == 6'h29 && valid_inst) ? 2'b01 : 2'b00;
    end
    else if (state == 2'b01) begin
      if (counter == 3'b111 && SHS == 11'h5bc)
        next_state = 2'b11;
      else if (counter == 3'b111)
        next_state = 2'b00;
      else
        next_state = 2'b01;
    end
    else if (state == 2'b11)
      if (valid_inst)
        next_state = 2'b00;
      else 
        next_state = 2'b11;
  end
endmodule
```
==> job_summary.md <==
## PnR job results

| Metric | Value |
|---|---|
| Setup violations, final | 0 |
| GP Congestion | 0.818 |
| Fp util | 16.7% |
| Die area | 0.00828 sq mm |
| Cell count along the critical path | 1 |
| GRT overflow | 0 |
| Fin Hold WS | 484 ps |
| Die width | 91 um |
| Cell Type Count | 28 |
| Share of power burned in registers | 49.2% |
| Routed wire length | 1720 um |
| Crit-path slowest cell | clkdlybuf4s50_1 |
| PwrDens | 636 mW/mm^2 |
| Hold path cells | 2 |
| Post-DP HPWL | 1370 um |
| FP Rows | 25 |
| Layout cell share with drive strength beyond 1 | 7.34% |
| Comb power frac | 7.7% |
| Worst vdd ir | 0.282 mV |
| Largest stage delay, worst path | 510 ps |
| GR Layer Usage met1 | 5.63% |
| Mapped Avg Cell Area | 8.66 sq um |
| Max_slew headroom | 73.3% |
| Synth area leader | dfxtp_1 |
| Clk slew on worst S/H paths | 60 ps |
| Clk latency of the worst-skew pair | 250 ps |
| Via/cell ratio | 3.86 |
| CTS Buffer Depth | 2 |
| CTS tree | built |
| Cts repair resizes | 0 |
| Crit. Startpoint | state[1] |
| Number of global-route vias before repair | 634 |
| Cycle use final | 82.7% |
| Internal Power | 551 uW |
| Avg WL per Cell | 9.74 um |
| F_max | 0.636 GHz |
| Status | finished, final reports clean |
| Worst EP arrival | 1190 ps |
| Synth flops | 16 |
| Final Critical Period | 1570 ps |
| Final hold violation count | 0 |
| Top cell area share | 39.8% |
| Register-to-Register Setup Slack | 620 ps |
| Post-layout instance area | 0.00108 sq mm |
| Buf+Inv Stages, Crit Path | 1 |
| Skew final | 2.33 ps |
| Worst-Margin Slew | 395 ps |
| Grt met3 use | 2.07% |
| Max-slew violation count | 0 |
| Startpoint types | register |
| Core area | 0.00482 sq mm |
| CTS H-tree lvls | 1 |
| Largest cells by area | dfxtp_1 40%, or3_1 8.5%, a21oi_1 7.5% |
| Starting DRT DRC Count | 52 |
| Cells after synthesis | 93 |
| Hold crit path type | reg -> reg |
| End of the critical path | trigger |
| Setup Fix Bufs, Post-CTS | 0 |
| Kind of critical path | reg -> out |
| # clock sinks | 16 |
| Worst endpoint required time | 1520 ps |
| Max Cap Violations | 0 |
| I/O pin cnt | 16 |
| TritonRoute pass-1 iters | 4 |
| Post-synth seq share | 39.8% |
| Most numerous logic cell after layout | dfxtp_1 |
| CTS Root Cell | clkbuf_8 |
| Total CTS buffers | 3 |
| Dpl cell area | 0.00102 sq mm |
| Setup WS post-layout | 328 ps |
| N_diodes | 0 |
| Hold-fix buffers, CTS | 0 |
| Yosys stat chip area | 806 sq um |
| Met2 Use GR | 6.15% |
| Port bufs | 15 |
| Crit path cell chain | clkdlybuf4s50_1 |
| Setup TNS | 0 ps |
| Tot GR Track Use | 4.19% |
| Worst path top cell family by delay | buffers and inverters |
| Ys cells | 93 |
| Total tool warning count | 25 |
| Yosys Warn Count | 1 |
| Post-synthesis cell area | 806 sq um |
| Leak | 0.410 nW |
| Sw power | 133 uW |
| Antenna viol nets, final | 0 |
| Most common logic cells in the final layout | 16 x dfxtp_1, 15 x clkdlybuf4s50_1, 12 x inv_1, 12 x a21oi_1 |
| GR peak layer | met2 |
| Post-route DRC | 0 |
| Die H | 91 um |
| Vias | 679 |
| Initial antenna violation count | 0 |
| Switching share of power | 19.4% |
| Pre-CTS setup slack | 83.6 ps |
| Crit-path max FO | 8 |
| First-pass GRT wire length | 2920 um |
| Pin count of the biggest net entering global routing | 23 |
| FF-to-FF Start | state[0] |
| RSZ-0062 raised after global routing | false |
| RR Endpoint | SHS[8] |
| Reg2reg path depth | 3 |
| Clock power frac | 43.2% |
| Layout area overhead | 33.5% |
| CP endpoint kind | output port |
==> power by group through the flow <==
stage,clock network [mW],logic (mW),registers (mW)
CTS,0.308,0.0532,0.336
global route,0.326,0.0579,0.336
finish,0.296,0.0524,0.336
==> cells by family after synthesis <==
kind of cell / Yosys count / share of synthesized area (%)
AOI/OAI and AO/OA: 27 / 18.0
xor gates and xnor gates: 1 / 1.09
adders and majority gates: 2 / 3.11
buffers and inverters: 16 / 8.85
DFF: 16 / 39.8
muxes: 2 / 2.48
and+or+nand+nor: 29 / 26.7
==> metrics by stage <==
step | cells | utilization, % | power [mW]
final | 176 | 22.3 | 0.684
after global routing | 176 | 22.3 | 0.720
after CTS | 176 | 22.3 | 0.697
after detailed placement | 172 | 21.2 | 0.397
after global placement | 172 | 21.2 | 0.397
after floorplan | 93 | - | 0.359
==> cell usage after synthesis <==
master,number
nor2_1,1
xnor2_1,1
o21ai_0,11
or2b_1,1
and4b_1,2
nor3_1,3
a31o_2,1
mux2i_1,2
nand4b_4,1
buf_6,1
and2_1,1
nand4_1,1
and3b_1,1
ha_1,2
o22ai_1,1
or3b_1,1
a21oi_1,12
a41oi_1,1
buf_2,3
or3_1,11
nor4bb_1,1
nand2b_1,1
dfxtp_1,16
nor3b_1,1
and3b_2,1
a31oi_1,1
inv_1,12
nor2b_1,2
==> per-layer routing <==
| layer | part of all wire [%] | up-vias |
|---|---|---|
| li1 | - | 363 |
| met1 | 49 | 297 |
| met2 | 41 | 17 |
| met3 | 8.7 | 2 |
| met4 | 0.58 | 0 |
| met5 | 0 | - |
==> sequential cells by signal, indices dropped and copies added, names as in the netlist <==
name,count
SHS,11
counter,3
state,2
==> layout make-up <==
type                    count  area [sq um]
clock buffers               4          55.1
fillers                   535          3740
inverters                  12          45.0
multi-input cells          61           414
flip-flops and latches     16           320
well taps                  67          83.8
repair buffers             16           158
==> how the worst min path moves through the flow <==
stage	from	slack, ps	endpoint
final	SHS[9]	480	SHS[9]
after global routing	SHS[6]	490	SHS[6]
after CTS	SHS[6]	480	SHS[6]
Power figures rest on the tool's default switching activity, not on a simulated workload.
